==> flow/run.sh <==
#!/bin/bash
# OpenROAD 26Q1-2900-gdf79404cd8, Yosys 0.63+post, stock flow scripts
make -C /OpenROAD-flow-scripts/flow DESIGN_CONFIG=/design/flow/config.mk WORK_HOME=/design/flow/orfs finish
==> flow/config.mk <==
export PLATFORM = sky130hd
export DESIGN_NAME = Xbar6Ports
export DESIGN_NICKNAME = Xbar6Ports
export VERILOG_FILES = /design/flow/design.v
export SDC_FILE = /design/flow/constraint.sdc
export NUM_CORES = 4
export LEC_CHECK = 1
export CORE_AREA = 10 10 708 708
export DIE_AREA = 0 0 718 718
==> flow/constraint.sdc <==
current_design Xbar6Ports

set clk_period 68.9
set clk_io_pct 0.2

create_clock -name clk0 -period $clk_period

set non_clock_inputs [all_inputs -no_clocks]
set_input_delay [expr $clk_period * $clk_io_pct] -clock clk0 $non_clock_inputs
set_output_delay [expr $clk_period * $clk_io_pct] -clock clk0 [all_outputs]
==> flow/design.v <==
module Xbar6Ports (allocVector, din0, din1, din2, din3, din4, dinBypass, dout0, dout1, dout2, dout3, dout4, doutBypass);
input [6*6-1:0] allocVector;
input [128+24-1:0] dinBypass, din0, din1, din2, din3, din4;
output [128+24-1:0] dout0, dout1, dout2, dout3, dout4, doutBypass;
wire [6*3-1:0] outSelVector, inSelVector;
wire [3-1:0] inSel [0:6-1];
wire [3-1:0] outSel [0:6-1];
wire [128+24-1:0] temp [0:6-1][0:6-1];
wire [128+24-1:0] din [0:6-1];
wire [128+24-1:0] dout [0:6-1];
xbarCtrl xbarCtrl (allocVector, outSelVector, inSelVector);
assign din[0] = dinBypass;
assign din[1] = din0;
assign din[2] = din1;
assign din[3] = din2;
assign din[4] = din3;
assign din[5] = din4;
assign dout0 = dout[0];
assign dout1 = dout[1];
assign dout2 = dout[2];
assign dout3 = dout[3];
assign dout4 = dout[4];
assign doutBypass = dout[5];
genvar i,j;
generate
   for (i=0; i<6; i=i+1) begin : XbarInput
      assign inSel[i] = inSelVector[i*3+:3];
      assign outSel[i] = outSelVector[i*3+:3];
      demuxWrapper1to6 XBarDemux(din[i], outSel[i], temp[i][0], temp[i][1], temp[i][2], temp[i][3], temp[i][4], temp[i][5]);
      muxWrapper6to1 XBarMux(temp[0][i], temp[1][i], temp[2][i], temp[3][i], temp[4][i], temp[5][i], inSel[i], dout[i]);
   end
endgenerate
endmodule
module demux1to2 (dataIn, sel, aOut, bOut);
input 	dataIn, sel;
output	aOut, bOut;
assign aOut = sel ? 0 : dataIn;
assign bOut = sel ? dataIn : 0;
endmodule
module demux1to6 (din, sel, out1, out2, out3, out4, out5, out6);
input din;
input [2:0] sel;
output out1, out2, out3, out4, out5, out6;
wire temp [3:0];
demux1to2 demux11(din, sel[0], temp[0], temp[1]);
demux1to2 demux21(temp[0], sel[0], temp[2], out3);
demux1to2 demux22(temp[1], sel[1], temp[3], out4);
demux1to2 demux31(temp[2], sel[2], out1, out5);
demux1to2 demux32(temp[3], sel[2], out2, out6);
endmodule
module demuxWrapper1to6 (din, sel, out1, out2, out3, out4, out5, out6);
input [128+24-1:0] din;
input [2:0] sel;
output [128+24-1:0] out1, out2, out3, out4, out5, out6;
genvar i;
generate
   for (i=0; i<128+24; i=i+1) begin : XbarOutput
      demux1to6 xBarDemux(din[i], sel, out1[i], out2[i], out3[i], out4[i], out5[i], out6[i]);
   end
endgenerate
endmodule
module mux2to1 (aIn, bIn, sel, dataOut);
input 	aIn, bIn, sel;
output 	dataOut;
assign dataOut = sel ? bIn : aIn; 
endmodule
module mux6to1 (ina, inb, inc, ind, ine, inf, sel, out);
input ina, inb, inc, ind, ine, inf;
input [2:0] sel;
output out;
wire temp1, temp2, temp3, temp4;
mux2to1 mux11 (ina, inb, sel[0], temp1);
mux2to1 mux12 (inc, ind, sel[0], temp2);
mux2to1 mux13 (ine, inf, sel[0], temp3);
mux2to1 mux21 (temp1, temp2, sel[1], temp4);
mux2to1 mux31 (temp4, temp3, sel[2], out);
endmodule
module muxWrapper6to1 (ina, inb, inc, ind, ine, inf, sel, out);
input [128+24-1:0] ina, inb, inc, ind, ine, inf;
input [2:0] sel;
output [128+24-1:0] out;
genvar i;
generate
   for (i=0; i<128+24; i=i+1) begin : XbarInput
      mux6to1 XBarMux(ina[i], inb[i], inc[i], ind[i], ine[i], inf[i], sel, out[i]);
   end
endgenerate
endmodule
module outSelTrans (alloc, outSel);
input [5-1:0] alloc;
output reg [3-1:0] outSel;
always @ * begin
   casex (alloc)
      5'b1xxxx: 
         outSel <= 3'd4;
      5'b01xxx: 
         outSel <= 3'd3;
      5'b001xx: 
         outSel <= 3'd2;
      5'b0001x: 
         outSel <= 3'd1;
      5'b00001: 
         outSel <= 3'd0;          
      default:
         outSel <= 3'd7;   
   endcase
end
endmodule
module xbarCtrl (allocVector, outSelVector, inSelVector);
input [5*5-1:0] allocVector;
output [5*3-1:0] outSelVector, inSelVector;
wire [5-1:0] alloc [5-1:0];
wire  [3-1:0] outSel [0:5-1];  
reg  [3-1:0] inSel [0:5-1];  
genvar j;
generate 
   for (j=0; j<5; j=j+1) begin : outSelTranslate
      assign alloc[j] = allocVector [j*5+:5];
      outSelTrans outSelTranslation(alloc[j], outSel[j]);
   end
endgenerate
integer k;
initial 
   for (k=0; k<5; k=k+1) 
      inSel[k] = 3'd0;
always @ * begin
   case (outSel[4])
      0: inSel[0] <= 4;
      1: inSel[1] <= 4;
      2: inSel[2] <= 4;
      3: inSel[3] <= 4;
      4: inSel[4] <= 4;    
   endcase  
   case (outSel[3])
      0: inSel[0] <= 3;
      1: inSel[1] <= 3;
      2: inSel[2] <= 3;
      3: inSel[3] <= 3;
      4: inSel[4] <= 3;
   endcase
   case (outSel[2])
      0: inSel[0] <= 2;
      1: inSel[1] <= 2;
      2: inSel[2] <= 2;
      3: inSel[3] <= 2;
      4: inSel[4] <= 2;
   endcase
   case (outSel[1])
      0: inSel[0] <= 1;
      1: inSel[1] <= 1;
      2: inSel[2] <= 1;
      3: inSel[3] <= 1;
      4: inSel[4] <= 1;
   endcase
   case (outSel[0])
      0: inSel[0] <= 0;
      1: inSel[1] <= 0;
      2: inSel[2] <= 0;
      3: inSel[3] <= 0;
      4: inSel[4] <= 0;
   endcase   
end
generate 
   for (j=0; j<5; j=j+1) begin : mergeOutput
      assign outSelVector[j*3+:3] = outSel[j];
      assign inSelVector[j*3+:3] = inSel[j];
   end
endgenerate
endmodule
==> flow_summary.ini <==
; yosys + openroad results
[status]
outcome = completed

[yosys]
synthesis.area_per_instance_um2 = 6.64
yosys_area_um2 = 29600
area_of_the_mapped_netlist_um2 = 29600
post_synth_num_cell_types = 40
ys_seq_elements = 12
ys_cells = 4455
post_synthesis_instance_total = 4455
yosys_warnings = 9

[floorplan]
fp-utilization_pct = 6.09
std_cell_rows = 256
fp.dieW_um = 718
chipArea_um2 = 516000
floorplan.die.height_um = 718
core_um2 = 486000
io_pins = 1860

[grt]
grt_pass1_vias = 42401
global_route_total_overflow = 0
largest_net_degree_at_the_start_of_global_routing = 75
gr-usage-met2_pct = 23.9
grt_most_used_layer = met2
met1_usage_pct = 18.9
grt_total_usage_pct = 16.5
global_route_wire_length_before_repair_um = 546000
gr-usage-met3_pct = 11.1
grt_antenna_before_repair = 110

[power_and_ir_drop]
total_power_mw = 0.276
clkPwrFrac_pct = 0
pwr-share-comb_pct = 99.3
p_sw_mw = 0.165
powerDensity_nw_per_um2 = 5.91
internal_power_mw = 0.111
total_leakage_power_nw = 15.2
seq_power_share_pct = 0.7
worst_voltage_drop_across_the_vdd_grid_mv = 0.00250
p_sw_share_pct = 59.7

[clocking]
setup_buffers_after_cts = 0
cts.hold.buffers_added = 0
post_cts_resized = 0

[setup_path]
setup.worst_path.end_class = primary output
cp_top_family = buffers and inverters
timing.critical_path.mode_cell = buf_4
cp_num_cells = 9
critical_path.slowest_cell = clkdlybuf4s50_1
worst-path-max-fanout = 38
cp.arrival_ns = 19.12
timing.critical_path.from = allocVector[14]
cp.buffers_inverters = 5
cp.required_ns = 55.12
cp_capture_point = dout1[150]
class_of_the_most_critical_setup_path = input pin to primary output
critPathLaunchType = input pin
timing.critical_path.slowest_cell_delay_ns = 1.18
critical_path.cell_chain = clkdlybuf4s50_1 > or4b_1 > nor2_4 > buf_4 > buf_4 > buf_4 > a221oi_1 > o21ai_1 > clkdlybuf4s50_1

[final_timing]
max_slew.worst_pin.slew_ns = 1.47
tcrit_tclk_final_pct = 47.8
tns_ns = 0
count_of_endpoints_without_a_timing_constraint = 12
fmax_mhz = 30.4
slew-limit-headroom_pct = 1.68
unclocked_regs = 12
period_needed_ns = 32.90
rsz_0062_raised_after_global_routing = false
drv_slew = 0
report.final.hold_viol_count = 0
setup_violations = 0

[route]
vias = 45476
postRouteWirelength_um = 444000
routed_via_density = 3.95
drtIter0Drc = 7676
number_of_iterations_in_the_first_detailed_routing_pass = 7
routed_wire_length_per_instance_um = 38.6
drc = 0
routed_antenna_nets = 0

[run]
maxCapViolCount = 0
openroad.warnings = 44

[finish]
postLayoutCellArea_um2 = 46700
final_layout_size_suffix_gt1_share_pct = 4.37
registers.top_by_ff_count = xbarCtrl.inSel
flow.area_growth_from_synthesis_pct = 58.0
largest_reg_flops = 12
largestRegisters = xbarCtrl.inSel (12)
layout.filler_cells = 56444

[placement]
port-buffer-count = 1545
hpwlAfterDp_um = 373000
gp_congestion = 0.976
placed_area_um2 = 46600

[hold_path]
timing.hold.worst.class = input pin to primary output
hold_path.startpoint = din3[44]
-- through the flow --
step	std cells	hold WS, ns	setup WS (ns)	utilization (%)
after global placement	11461	28.47	36.04	9.60
after detailed placement	11461	28.50	36.04	9.60
after floorplan	4758	27.72	39.82	-
after global routing	11471	28.53	35.93	9.60
after CTS	11461	28.50	36.01	9.60
final	11502	28.47	36.00	9.62
-- worst min-delay path by stage --
stage	to	slack [ns]	depth (start not counted)
5_1_grt	dout3[44]	28.53	4
4_1_cts	dout3[44]	28.50	4
6_report	dout3[44]	28.47	4
-- power groups by stage --
stage                 registers [mW]  logic, mW  clock network, mW
final                        0.00201      0.274       0.0000000442
after global routing         0.00199      0.289      0.00000000186
after CTS                    0.00196      0.278                  0
-- cell usage in the layout (no fill, tap or decap), drive strengths merged, types with 153 or more instances in the layout --
master / instances
a21oi: 155
conb: 304
a211oi: 153
nand2: 461
inv: 157
a21boi: 158
clkdlybuf4s50: 1534
a22oi: 153
a221oi: 912
nor3: 164
buf: 186
-- cell usage after synthesis --
cell type | instances | share of area [%]
a221oi_1 | 912 | 27
nor2b_1 | 12 | 0.25
buf_4 | 922 | 23
nor3_1 | 163 | 2.8
and2_1 | 3 | 0.063
clkbuf_1 | 441 | 5.6
inv_2 | 1 | 0.013
nor2_2 | 1 | 0.021
a2bb2oi_1 | 152 | 4.5
buf_6 | 1 | 0.038
buf_2 | 81 | 1.4
buf_1 | 22 | 0.28
inv_1 | 156 | 2.0
o211a_1 | 4 | 0.14
a21o_1 | 152 | 3.9
o211ai_1 | 1 | 0.025
or4b_4 | 2 | 0.093
nand3_1 | 2 | 0.034
o32ai_1 | 152 | 4.5
nand3b_1 | 2 | 0.051
a211oi_1 | 153 | 3.9
or4b_1 | 1 | 0.034
nor2_1 | 13 | 0.16
and3_1 | 2 | 0.042
nor4_1 | 1 | 0.021
and4b_1 | 1 | 0.034
conb_1 | 1 | 0.013
a22oi_1 | 153 | 3.9
o21a_1 | 4 | 0.10
o21ai_1 | 80 | 1.4
nor3b_2 | 1 | 0.042
nand2_1 | 461 | 5.9
nand2b_1 | 1 | 0.021
or2_2 | 2 | 0.042
dlxtn_1 | 12 | 0.61
a21oi_1 | 155 | 2.6
a21boi_0 | 158 | 4.0
o21ai_0 | 72 | 1.2
nor3b_1 | 1 | 0.025
nor3_4 | 1 | 0.055
-- cells by family after synthesis --
family | synth area share, %
AND-OR/OR-AND | 57.1
buffers and inverters | 32.7
latches | 0.609
other | 0.0127
AND/OR/NAND/NOR | 9.61
-- cell type report --
| class | count | area, µm² | share of cell area, % |
|---|---|---|---|
| multi-input combinational | 3122 | 21000 | 44.9 |
| inverter | 157 | 597 | 1.28 |
| timing repair buffer | 1720 | 16800 | 35.9 |
| sequential | 12 | 203 | 0.434 |
| tap | 6450 | 8070 | 17.3 |
| antenna | 41 | 103 | 0.219 |
-- tightest hold or removal path, cell delays in order --
cell and delay [ns]:
clkdlybuf4s50_1 0.49, inv_1 0.09, o32ai_1 0.07, buf_4 0.21
-- per-layer routing --
layer	vias to the layer above	routed length, µm
met1	21800	156000
met3	1050	79500
met5	-	510
li1	17568	-
met4	78	27000
met2	4980	181000
No activity file was given, so power comes from the tool's default toggle rates.
